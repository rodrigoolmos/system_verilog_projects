<file path="design/flow/run.sh">
#!/bin/bash
# OpenROAD 26Q1-2900-gdf79404cd8, Yosys 0.63+post, stock flow scripts
make -C /OpenROAD-flow-scripts/flow DESIGN_CONFIG=/design/flow/config.mk WORK_HOME=/design/flow/orfs finish
</file>
<file path="design/flow/config.mk">
export PLATFORM = sky130hd
export DESIGN_NAME = apb_2_spi
export DESIGN_NICKNAME = apb_2_spi
export VERILOG_FILES = /design/flow/design.v
export SDC_FILE = /design/flow/constraint.sdc
export NUM_CORES = 4
export LEC_CHECK = 1
export CORE_UTILIZATION = 40
</file>
<file path="design/flow/constraint.sdc">
current_design apb_2_spi

set clk_period 5.0
set clk_io_pct 0.2

create_clock -name clk0 -period $clk_period [get_ports {pclk}]

set non_clock_inputs [all_inputs -no_clocks]
set_input_delay [expr $clk_period * $clk_io_pct] -clock clk0 $non_clock_inputs
set_output_delay [expr $clk_period * $clk_io_pct] -clock clk0 [all_outputs]
</file>
<file path="design/flow/design.v">
module apb_2_fifo #(
    parameter BASE_ADDR = 8,
    parameter DATA_WIDTH = 32,
    parameter DEPTH = 16     
) (
    input  logic                      pclk,
    input  logic                      presetn,
    input  logic [31:0]               paddr,
    input  logic [2:0]                pprot,
    input  logic                      psel,
    input  logic                      penable,
    input  logic                      pwrite,
    input  logic [DATA_WIDTH-1:0]     pwdata,
    input  logic [(DATA_WIDTH/8)-1:0] pstrb,
    output logic                      pready,
    output logic [DATA_WIDTH-1:0]     prdata,
    output logic                      pslverr,
    output logic[7:0]                 adrr_r_w,
    input  logic                      transaction_ok,
    input  logic                      read_fifo_tx,
    output logic                      empty_tx,
    output logic                      almost_empty_tx,
    output logic [DATA_WIDTH-1:0]     fifo_r_data_tx,
    input  logic                      write_fifo_rx,
    output logic                      full_rx,
    output logic                      end_rx,
    output logic                      almost_full_rx,
    input  logic [DATA_WIDTH-1:0]     fifo_w_data_rx
);
    localparam ADDR_READ_TX_STATUS  = 3'b000;
    localparam ADDR_WRITE_TX        = 3'b000;
    localparam ADDR_READ_RX_STATUS  = 3'b001;
    localparam ADDR_READ_RX_DATA    = 3'b010;
    localparam ADDR_WRITE_N_READS   = 3'b011;
    localparam ADDR_WRITE_I2C_ADDR  = 3'b100;
    localparam N_REGS_ADDR          = 5;
    logic[DATA_WIDTH-1:0]       regs_tx[DEPTH-1:0];
    logic[$clog2(DEPTH)-1:0]    index_write_tx;
    logic[$clog2(DEPTH)-1:0]    index_read_tx;
    logic[$clog2(DEPTH):0]      size_fifo_tx;
    logic                       almost_full_tx;
    logic                       full_tx;
    logic                       write_fifo_tx;
    logic[DATA_WIDTH-1:0]       regs_rx[DEPTH-1:0];
    logic[$clog2(DEPTH)-1:0]    index_write_rx;
    logic[$clog2(DEPTH)-1:0]    index_read_rx;
    logic[$clog2(DEPTH):0]      size_fifo_rx;
    logic                       almost_empty_rx;
    logic                       empty_rx;
    logic                       read_fifo_rx;
    logic [4:0] reg_addr;
    logic ena_write_n_reads;
    logic ena_i2c_addr;
    logic [$clog2(DEPTH):0] n_reads;
    logic [$clog2(DEPTH):0] reads_cnt;
    always_ff @(posedge pclk or negedge presetn) begin
        if (!presetn) begin
            index_write_rx <= 0;
            for (int i=0; i<DEPTH; ++i)
                regs_rx[i] <= 0;
        end else begin
            if (write_fifo_rx & ~full_rx) begin
                index_write_rx <= index_write_rx + 1;
                regs_rx[index_write_rx] <= fifo_w_data_rx;
            end
        end
    end
    always_ff @(posedge pclk or negedge presetn) begin
        if (!presetn) begin
            index_read_rx <= 0;
        end else begin
            if (read_fifo_rx & ~empty_rx) begin
                index_read_rx <= index_read_rx + 1;
            end
        end
    end
    always_ff @(posedge pclk or negedge presetn) begin
        if (!presetn) begin
            size_fifo_rx <= DEPTH;
        end else begin
            case ({write_fifo_rx & ~full_rx, read_fifo_rx & ~empty_rx})
                2'b10: size_fifo_rx <= size_fifo_rx - 1;
                2'b01: size_fifo_rx <= size_fifo_rx + 1;
                default: size_fifo_rx <= size_fifo_rx;
            endcase        
        end
    end
    always_comb begin
        full_rx = size_fifo_rx == 0;
        almost_full_rx = size_fifo_rx == 1;
        empty_rx = size_fifo_rx == DEPTH;
        almost_empty_rx = size_fifo_rx == DEPTH - 1;
    end
    always_comb read_fifo_rx = psel & ~pwrite & penable & ~pslverr & (reg_addr[4:2] == ADDR_READ_RX_DATA);
    always_ff @(posedge pclk or negedge presetn) begin
        if (!presetn) begin
            index_write_tx <= 0;  
            for (int i=0; i<DEPTH; ++i)
                regs_tx[i] <= 0;
        end else if (write_fifo_tx & ~full_tx) begin
            index_write_tx <= index_write_tx + 1;
            regs_tx[index_write_tx] <= pwdata;
        end
    end
    always_ff @(posedge pclk or negedge presetn) begin
        if (!presetn) begin
            index_read_tx <= 0;
        end else if (read_fifo_tx & ~empty_tx) begin
            index_read_tx <= index_read_tx + 1;
        end
    end
    always_ff @(posedge pclk or negedge presetn) begin
        if (!presetn) begin
            size_fifo_tx <= DEPTH;
        end else begin
            case ({write_fifo_tx & ~full_tx, read_fifo_tx & ~empty_tx})
                2'b10: size_fifo_tx <= size_fifo_tx - 1;
                2'b01: size_fifo_tx <= size_fifo_tx + 1;
                default: size_fifo_tx <= size_fifo_tx;
            endcase        
        end
    end
    always_comb begin
        full_tx = size_fifo_tx == 0;
        almost_full_tx = size_fifo_tx == 1;
        empty_tx = size_fifo_tx == DEPTH;
        almost_empty_tx = size_fifo_tx == DEPTH - 1;
    end
    always_comb fifo_r_data_tx = regs_tx[index_read_tx];
    always_comb write_fifo_tx = psel & pwrite & penable & ~pslverr & (reg_addr[4:2] == ADDR_WRITE_TX);
    always_comb pready = penable & psel;
    always_comb pslverr = (paddr < BASE_ADDR || paddr > BASE_ADDR + 4*(N_REGS_ADDR-1)) & penable;
    always_comb reg_addr = paddr - BASE_ADDR;
    always_comb begin
        if (penable && !pslverr && psel && !pwrite) begin
            case (reg_addr[4:2])
                ADDR_READ_TX_STATUS: prdata = {{28{1'b0}}, transaction_ok,   1'b0,
                                full_tx, almost_full_tx, empty_tx, almost_empty_tx};
                ADDR_READ_RX_STATUS: prdata = {{27{1'b0}}, transaction_ok, end_rx,
                                full_rx, almost_full_rx, empty_rx, almost_empty_rx};
                ADDR_READ_RX_DATA:   prdata = regs_rx[index_read_rx];
                default: prdata = 0;
            endcase
        end else begin
            prdata = 0;
        end
    end
    always_comb ena_write_n_reads = psel & pwrite & penable & ~pslverr & (reg_addr[4:2] == ADDR_WRITE_N_READS);
    always_ff @(posedge pclk or negedge presetn) begin
        if (!presetn) begin
            n_reads <= 0;
            reads_cnt <= 0;
        end else if (ena_write_n_reads) begin
            n_reads <= pwdata;
        end else if (reads_cnt < n_reads && n_reads != 0) begin
            if (write_fifo_rx) begin
                reads_cnt <= reads_cnt + 1;
            end
        end else begin
            reads_cnt <= 0;
            n_reads <= 0;
        end
    end
    always_comb end_rx = n_reads == 0;
    always_comb ena_i2c_addr = psel & pwrite & penable & ~pslverr & (reg_addr[4:2] == ADDR_WRITE_I2C_ADDR);
    always_ff @(posedge pclk or negedge presetn) begin
        if (!presetn) begin
            adrr_r_w <= 0;
        end else if (ena_i2c_addr) begin
            adrr_r_w <= pwdata;
        end
    end
endmodule
module apb_2_spi #(
    parameter MSB_LSB = 1,          
    parameter BASE_ADDR = 8,
    parameter FIFO_DEPTH = 256,     
    parameter CLK_FREC = 100000000,
    parameter SCL_FREC = 1000000
) (
    input  logic                      pclk,
    input  logic                      presetn,
    input  logic [31:0]               paddr,
    input  logic [2:0]                pprot,
    input  logic                      psel,
    input  logic                      penable,
    input  logic                      pwrite,
    input  logic [7:0]                pwdata,
    input  logic                      pstrb,
    output logic                      pready,
    output logic [7:0]                prdata,
    output logic                      pslverr,
    input  logic                      miso,
    output logic                      mosi,
    output logic                      scl,
    output logic                      cs);
    logic [7:0] byte_2_send_fifo;
    logic [7:0] byte_2_send;
    logic [7:0] byte_received;
    logic empty_tx;
    logic read_fifo_tx;
    logic end_trans;
    logic ena_spi;
    logic end_rx;
    logic write_fifo_rx;
    spi_interface #(
        .CLK_FREC(CLK_FREC),
        .SCL_FREC(SCL_FREC)
    ) spi_inst (
        .clk(pclk),
        .arstn(presetn),
        .byte_2_send(byte_2_send),
        .byte_received(byte_received),
        .end_trans(end_trans),
        .msb_lsb(MSB_LSB[0]),                     
        .ena_spi(ena_spi),
        .miso(miso),
        .mosi(mosi),
        .scl(scl),
        .cs(cs)
    );
    always_comb begin
        read_fifo_tx = end_trans && !empty_tx;
        ena_spi = !empty_tx || !end_rx;
        write_fifo_rx = empty_tx && end_trans && !end_rx;
        byte_2_send = empty_tx ? 0 : byte_2_send_fifo;            
    end
    apb_2_fifo #(
        .BASE_ADDR(BASE_ADDR),
        .DATA_WIDTH(8),
        .DEPTH(FIFO_DEPTH)
    ) apb_inst (
        .pclk(pclk),
        .presetn(presetn),
        .paddr(paddr),
        .pprot(pprot),
        .psel(psel),
        .penable(penable),
        .pwrite(pwrite),
        .pwdata(pwdata),
        .pstrb(pstrb),
        .pready(pready),
        .prdata(prdata),
        .pslverr(pslverr),
        .read_fifo_tx(read_fifo_tx),
        .empty_tx(empty_tx),            
        .almost_empty_tx(),              
        .fifo_r_data_tx(byte_2_send_fifo),
        .write_fifo_rx(write_fifo_rx),
        .full_rx(),                      
        .almost_full_rx(),               
        .end_rx(end_rx),                     
        .fifo_w_data_rx(byte_received)
    );
endmodule
module spi_interface #(
    parameter CLK_FREC = 100000000,
    parameter SCL_FREC = 1000000
) (
    input  logic        clk,
    input  logic        arstn,
    input  logic[7:0]   byte_2_send,         
    output logic[7:0]   byte_received,       
    output logic        new_byte,            
    input  logic        ena_spi,             
    output logic        end_trans,           
    input  logic        msb_lsb,             
    input  logic        miso,
    output logic        mosi,
    output logic        scl,
    output logic        cs);
    generate if (SCL_FREC *10 > CLK_FREC) begin : err_gen
          initial
            $fatal("ERROR: SCL_FREC * 10 > CLK_FREC");
        end
    endgenerate
    localparam MAX_CNT = (CLK_FREC/SCL_FREC) - 1;
    localparam HALF_CNT = MAX_CNT/2;
    logic[$clog2(CLK_FREC/SCL_FREC)-1:0] clk_div;
    logic posedge_scl;
    logic negedge_scl;
    logic ena_clk_div;
    logic miso_ff;
    logic[3:0] cnt_mosi;
    logic[3:0] cnt_miso;
    logic[7:0] byte_2_send_reg;
    logic[7:0] byte_received_reg;
    typedef enum logic[2:0] {
        IDLE,
        LOAD_BYTE,
        WAIT_BEFORE,
        SEND_RECEIVE,
        WAIT_AFTER
    } state_t; state_t state_spi;
    always_ff @(posedge clk or negedge arstn) begin
        if(!arstn)
            clk_div <= 0;
        else if(ena_clk_div)
            if (clk_div == MAX_CNT || state_spi == LOAD_BYTE)
                clk_div <= 0;
            else
                clk_div <= clk_div + 1;
    end
    always_comb ena_clk_div = (state_spi != IDLE);
    always_ff @(posedge clk or negedge arstn) begin
        if(!arstn) begin
            state_spi <= IDLE;
            byte_2_send_reg <= 0;
            byte_received <= 0;
            new_byte <= 0;
        end else begin
            case(state_spi)
                IDLE: begin
                    new_byte <= 0;
                    if(ena_spi)
                        state_spi <= WAIT_BEFORE;
                end
                WAIT_BEFORE: begin
                    if(clk_div == MAX_CNT)
                        state_spi <= LOAD_BYTE;
                end
                LOAD_BYTE: begin
                    byte_2_send_reg <= byte_2_send;
                    state_spi <= SEND_RECEIVE;
                    new_byte <= 0;
                end
                SEND_RECEIVE: begin
                    if(cnt_miso == 8 && clk_div == MAX_CNT) begin
                        byte_received <= byte_received_reg;
                        state_spi <= WAIT_AFTER;
                    end
                end
                WAIT_AFTER: begin
                    if(clk_div == MAX_CNT) begin
                        if(ena_spi) begin
                            state_spi <= LOAD_BYTE;
                            new_byte <= 1;
                        end else
                            state_spi <= IDLE;
                    end
                end
                default: state_spi <= IDLE;
            endcase
        end
    end
    always_comb end_trans = (state_spi == WAIT_AFTER);
    always_ff @(posedge clk or negedge arstn) begin
        if (!arstn)
            miso_ff <= 0;
        else
            miso_ff <= miso;
    end
    always_ff @(posedge clk or negedge arstn) begin
        if(!arstn) begin
            cnt_miso <= 0;
            byte_received_reg <= 0;
        end else if(state_spi == SEND_RECEIVE) begin
            if(posedge_scl) begin
                cnt_miso <= cnt_miso + 1;
                if (cnt_miso < 8) begin
                    if (msb_lsb)
                        byte_received_reg[7 - cnt_miso] <= miso_ff;
                    else
                        byte_received_reg[cnt_miso] <= miso_ff;
                end
            end
        end else begin
            cnt_miso <= 0;
        end 
    end
    always_ff @(posedge clk or negedge arstn) begin
        if(!arstn) begin
            cnt_mosi <= 0;
            mosi <= 0;
        end else if(state_spi == SEND_RECEIVE) begin
            if(negedge_scl) begin
                cnt_mosi <= cnt_mosi + 1;
                if (cnt_mosi < 8) begin
                    if (msb_lsb)
                        mosi <= byte_2_send_reg[7 - cnt_mosi];
                    else
                        mosi <= byte_2_send_reg[cnt_mosi];
                end
            end
        end else begin
            mosi <= 0;
            cnt_mosi <= 0;
        end 
    end
    always_comb scl = (state_spi == SEND_RECEIVE) ? (clk_div >= HALF_CNT) : 1;
    always_comb posedge_scl = (state_spi == SEND_RECEIVE) ? (clk_div == HALF_CNT) : 0;
    always_comb negedge_scl = (state_spi == SEND_RECEIVE) ? (clk_div == 0) : 0;
    assign cs = (state_spi != IDLE) ? 0 : 1;
endmodule
</file>
==> Slide: Implementation Results <==
Synthesis and Place & Route Summary

Status
  • Status: complete, but fails checks
  • Failing checks: capacitance limit, slew limit, setup timing

Logic synthesis
  • Largest area contributor in the netlist: dfrtp_1
  • Cells after Synth: 14.9k
  • Ys async rst share: 100%
  • Cell Type Count: 93
  • Area leader share: 55.0%
  • Seq cells post-synth: 4207
  • Dominant cell by count in the synthesized netlist: dfrtp_1
  • Synth top cells by count: dfrtp_1 (4205), mux2_2 (4115), a22oi_1 (975), clkbuf_1 (810), nor2_1 (596)
  • Yosys stat chip area: 0.191 mm2
  • Sequential area share after synthesis: 55.0%
  • YS warnings: 6
  • Mapped Area: 0.191 mm2
  • Avg Inst Size Synth: 12.9 um2
  • Dominant flop cell: dfrtp_1
  • Biggest area cells: dfrtp_1 (55%), mux2_2 (24%), a22oi_1 (3.8%)
  • Post-synth EDFFs: 0
  • # Cells Yosys: 14.9k

Place
  • DP Worst Slack: -1670 ps
  • Post-placement cell area: 0.232 mm2
  • IO Port Bufs: 58
  • Hpwl dp: 1160000 um
  • Global placement routability congestion: 1.26
  • Cells after DPL: 23.8k

Critical path
  • RR Endpoint: spi_inst.byte_2_send_reg[2]$_DFFE_PN0N_
  • Worst r2r src: apb_inst.index_read_tx[1]$_DFFE_PN0P_
  • WP data arrival: 6150 ps
  • Critical path depth in cells: 18
  • Reg2Reg Depth: 13
  • FF-to-FF setup slack: -360 ps
  • Most used cell, CP: buf_4
  • Slowest cell delay on critical path: 830 ps
  • Setup crit end kind: output port
  • Slowest stage cell on the critical path: nor4_4
  • Family with the most delay on the worst path: simple AND/OR/NAND/NOR gates
  • Critical path buffer and inverter count: 10
  • Critical Path Start Type: flop
  • Worst Path Required: 4000 ps
  • Critical path, cell by cell: buf_12 -> buf_6 -> buf_4 -> nand4b_1 -> buf_12 -> buf_12 -> nor2_1 -> buf_4 -> a32oi_1 -> buf_4 -> nand4_1 -> nor4_4 -> buf_4 -> nand4_1 -> nor4_4 -> buf_4 -> a31oi_4 -> buf_2
  • Crit path kind: flop to output port
  • Crit-path max FO: 8

Floorplanning
  • Core Area: 0.476 mm2
  • Die X-Extent: 694 um
  • Floorplan Utilization: 40.2%
  • Die ar.: 0.481 mm2
  • I/O pin total: 63
  • # rows: 253
  • Die height: 694 um

Final layout
  • Final Util: 53.2%
  • Layout cells sized above 1: 50.8%
  • Fill cells: 39.8k
  • Final Non-Filler Cells: 25.3k
  • Layout area overhead: 32.3%
  • Post-route cell area: 0.253 mm2

Global routing
  • Total gr overflow: 0
  • Global-route wire length before repair: 1910000 um
  • Initial antenna violation count: 341
  • Largest net degree at the start of global routing: 123
  • Vias in the first global route: 172k
  • GRT Total Usage: 65.8%

Pwr
  • Combinational share of power: 1.9%
  • Clk pwr share: 51.7%
  • Int Pwr: 56.0 mW
  • Maximum vdd drop: 0.000362 V
  • Switching pwr: 17.3 mW
  • Flop pwr share: 46.4%
  • Total chip power: 73.3 mW
  • Pleak: 121 nW
  • Sw frac: 23.6%
  • Power Density: 290 mW/mm2

Detailed routing
  • Routed Antenna Nets: 0
  • Residual DRC: 0
  • Starting DRT DRC Count: 26.3k
  • Vias/cell: 7.41
  • Pre-Repair DR Iteration Count: 9
  • DR WL/cell: 60.6 um
  • Total Wirelength: 1530000 um
  • Vias: 188k

Timing
  • Slew HR: -0.188%
  • Setup TNS: -14990 ps
  • F_max: 140 MHz
  • Worst Slack Setup Final: -2150 ps
  • Final setup vio count: 16
  • Final hold slack: 196 ps
  • Slew Limit Fails: 1
  • Worst Clk Skew: 105 ps
  • Actual slew at the worst max-slew pin: 1500 ps
  • RSZ-0062 raised after global routing: true
  • Final Hold Fails: 0
  • Post-layout period usage of the worst path: 143%
  • Crit path time final: 7150 ps

Job
  • Tool warning count: 138
  • MaxCap Viol Count: 1

CTS
  • Htree depth: 5
  • Root Driver: clkbuf_16
  • Clock sink count: 4207
  • Reg clk slew, reported paths: 70 ps
  • CTS tree: done
  • Max Root-Sink Buffers: 4
  • Hold-fix buffers, CTS: 0
  • Late-Pin Clk Latency: 1140 ps
  • Cts bufs inserted: 474

Min path
  • Worst min-delay path class: input pin to asynchronous set/reset pin
==> per-layer routing <==
metal	vias to the layer above	wire length [um]	GRT usage [%]	share of wire [%]
met2	21517	498000	68.3	32
li1	63514	-	-	-
met4	595	128000	40.0	8.3
met5	-	34200	61.6	2.2
met1	96160	519000	75.5	34
met3	5994	355000	66.2	23
==> layout make-up <==
| cell class | count | area (um2) | share of cell area, % |
|---|---|---|---|
| Inverter | 49 | 184 | 0.0726 |
| Tap cell | 6375 | 7980 | 3.15 |
| Antenna cell | 556 | 1390 | 0.549 |
| Clock inverter | 177 | 2650 | 1.05 |
| Multi-Input combinational cell | 9465 | 84100 | 33.2 |
| Clock buffer | 694 | 13900 | 5.49 |
| Timing Repair Buffer | 3805 | 37700 | 14.9 |
| Sequential cell | 4207 | 105000 | 41.6 |
==> power groups by stage <==
stage	Sequential [mW]	Combinational, mW	Clock (mW)
finish	34.0	1.38	37.9
global route	34.0	1.46	38.9
CTS	34.0	1.37	37.6
==> layout by cell type (no fill, tap or decap), drive strengths merged, types with 38 or more instances in the layout <==
| master | synthesis | layout |
|---|---|---|
| a2111oi | 72 | 72 |
| a21oi | 171 | 171 |
| a221oi | 53 | 53 |
| a222oi | 47 | 47 |
| a22o | 126 | 126 |
| a22oi | 975 | 975 |
| a32o | 38 | 38 |
| a32oi | 401 | 401 |
| and3 | 177 | 177 |
| buf | 338 | 3753 |
| bufinv | 0 | 50 |
| clkbuf | 810 | 699 |
| clkdlybuf4s50 | 0 | 41 |
| clkinv | 0 | 98 |
| dfrtp | 4205 | 4205 |
| diode | 0 | 556 |
| ha | 44 | 44 |
| inv | 49 | 60 |
| mux2 | 4131 | 4131 |
| mux2i | 39 | 39 |
| nand2 | 389 | 389 |
| nand3 | 485 | 485 |
| nand4 | 286 | 286 |
| nor2 | 838 | 838 |
| nor2b | 38 | 38 |
| nor3 | 111 | 111 |
| nor4 | 177 | 177 |
| o21ai | 102 | 102 |
| o22ai | 219 | 219 |
| or4 | 42 | 42 |
==> how the worst max path moves through the flow <==
stage / startpoint / to / slack (ps)
CTS: apb_inst.index_read_rx[1]$_DFFE_PN0P_ / prdata[6] / -1590
global route: apb_inst.index_read_rx[0]$_DFFE_PN0P_ / prdata[6] / -1750
finish: apb_inst.index_read_rx[6]$_DFFE_PN0P_ / prdata[6] / -2150
==> logic make-up after synthesis <==
family                     Yosys count  share of synthesized area, %
muxes                             4172                          24.5
adders and majority gates           44                         0.288
xor gates and xnor gates            57                         0.261
DFF                               4207                          55.0
buffers and inverters             1197                          2.56
and+or+nand+nor                   2778                          7.80
AOI/OAI and AO/OA                 2414                          9.58
==> worst register-to-register path, stage by stage (launching register included) <==
cell and delay (ps):
dfrtp_1 430, inv_1 110, ha_2 390, or3b_2 640
buf_4 430, nor2_1 180, buf_4 200, nor4_2 370
buf_4 290, nand4_1 110, nor3_1 620, and4_1 710
nand2_1 460, o221ai_1 330
==> repair_timing <==
action	CTS	global route
gates resized	325	206
buffers inserted	54	88
pin swaps	96	106
gates cloned	5	2
setup endpoints to repair	10	13
Power is estimated from default activity; no workload was simulated.
