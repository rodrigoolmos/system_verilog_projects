==> design/flow/design.v <==
module physical_uart#(
    parameter int baudrate = 9600,
    parameter int clk_frec = 50000000
)
(
    input logic         clk,
    input logic         arstn,
    input logic         rx,          
    input logic[7:0]    byte_tx,     
    input logic         start_tx,    
    output logic        done_tx,     
    output logic[7:0]   byte_rx,     
    output logic        tx,          
    output logic        new_byte_rx  
    );
    localparam needed_bits = $clog2(clk_frec/baudrate);
    localparam time_bit = clk_frec/baudrate;
    localparam time_start = clk_frec/(2*baudrate);
    localparam time_stop = clk_frec/(4*baudrate);
    logic[needed_bits-1:0] bit_cnt_rx;
    logic[3:0] bit_num_rx;
    logic[1:0] ff_rx;
    logic new_bit;
    logic[needed_bits-1:0] bit_cnt_tx;
    logic[3:0] bit_num_tx;
    logic[7:0] byte_tx_reg;
    typedef enum logic[1:0] {RX_IDLE, RX_START, RX_DATA, RX_STOP} t_state_rx;
    t_state_rx state_rx;
    typedef enum logic[1:0] {TX_IDLE, TX_START, TX_DATA, TX_STOP} t_state_tx;
    t_state_tx state_tx;
    always_ff @(posedge clk or negedge arstn) begin
        if (!arstn) begin
            ff_rx <= 2'b11;
        end else begin
            ff_rx <= {ff_rx[0], rx};
        end
    end
    always_ff @(posedge clk or negedge arstn) begin
        if(!arstn) begin
            state_rx <= RX_IDLE;
            new_byte_rx <= 0;
            byte_rx <= 8'b0;
            bit_cnt_rx <= 0;
            new_bit <= 0;
            bit_num_rx <= 0;
        end else begin
            unique case(state_rx)
                RX_IDLE: begin
                    new_byte_rx <= 0;
                    if(ff_rx[1] == 0)
                        state_rx <= RX_START;
                end
                RX_START: begin
                    if(bit_cnt_rx < time_start) begin
                        bit_cnt_rx <= bit_cnt_rx + 1;
                    end else begin
                        bit_cnt_rx <= 0;
                        state_rx <= RX_DATA;
                    end
                end
                RX_DATA: begin
                    if(bit_cnt_rx < time_bit) begin
                        bit_cnt_rx <= bit_cnt_rx + 1;
                        new_bit <= 0;
                    end else begin
                        bit_cnt_rx <= 0;
                        if (bit_num_rx == 8) begin
                            bit_num_rx <= 0;
                            bit_cnt_rx <= 0;
                            state_rx <= RX_STOP;
                        end else begin
                            new_bit <= 1;
                            byte_rx <= {ff_rx[1], byte_rx[7:1]};
                            bit_num_rx <= bit_num_rx + 1;
                        end
                    end
                end
                RX_STOP: begin
                    if(bit_cnt_rx < time_stop) begin
                        bit_cnt_rx <= bit_cnt_rx + 1;
                    end else begin
                        state_rx <= RX_IDLE;
                        new_byte_rx <= 1;
                        bit_cnt_rx <= 0;
                    end
                end
                default:
                    state_rx <= RX_IDLE;
            endcase
        end
    end
    always_ff @(posedge clk or negedge arstn) begin
        if (!arstn) begin
            bit_cnt_tx <= 0;
            bit_num_tx <= 0;
            state_tx <= TX_IDLE;
            byte_tx_reg <= 0;
            tx <= 1;
        end else begin
            unique case (state_tx)
                TX_IDLE: begin
                    tx <= 1;
                    if(start_tx) begin
                        state_tx <= TX_START;
                        byte_tx_reg <= byte_tx;
                    end
                end
                TX_START: begin
                    tx <= 0;
                    if (bit_cnt_tx < time_bit) begin
                        bit_cnt_tx <= bit_cnt_tx + 1;
                    end else begin
                        bit_cnt_tx <= 0;
                        state_tx <= TX_DATA;
                    end
                end
                TX_DATA: begin
                    tx <= byte_tx_reg[bit_num_tx];
                    if (bit_cnt_tx < time_bit) begin
                        bit_cnt_tx <= bit_cnt_tx + 1;
                    end else begin
                        if (bit_num_tx < 7) begin
                            bit_num_tx <= bit_num_tx + 1;
                        end else begin
                            bit_num_tx <= 0;
                            state_tx <= TX_STOP;
                        end
                        bit_cnt_tx <= 0;
                    end
                end
                TX_STOP: begin
                    tx <= 1;
                    if (bit_cnt_tx < time_bit) begin
                        bit_cnt_tx <= bit_cnt_tx + 1;
                    end else begin
                        bit_cnt_tx <= 0;
                        state_tx <= TX_IDLE;
                    end                    
                end
                default:
                    state_tx <= TX_IDLE;
            endcase
        end
    end
    always_comb done_tx <= state_tx == TX_IDLE;
endmodule
module axi_2_fifo #(
    parameter BASE_ADDR = 8,
    parameter AXI_DATA_WIDTH = 32,
    parameter AXI_ADDR_WIDTH = 32,
    parameter DEPTH = 16     
) (
    input   logic                               S_AXI_ACLK,      
    input   logic                               S_AXI_ARESETN,   
    input   logic [AXI_ADDR_WIDTH-1 : 0]        S_AXI_AWADDR,    
    input   logic [2 : 0]                       S_AXI_AWPROT,    
    input   logic                               S_AXI_AWVALID,   
    output  logic                               S_AXI_AWREADY,   
    input   logic [AXI_DATA_WIDTH-1 : 0]        S_AXI_WDATA,     
    input   logic [(AXI_DATA_WIDTH/8)-1 : 0]    S_AXI_WSTRB,     
    input   logic                               S_AXI_WVALID,    
    output  logic                               S_AXI_WREADY,    
    output  logic [1 : 0]                       S_AXI_BRESP,     
    output  logic                               S_AXI_BVALID,    
    input   logic                               S_AXI_BREADY,    
    input   logic [AXI_ADDR_WIDTH-1 : 0]        S_AXI_ARADDR,    
    input   logic [2 : 0]                       S_AXI_ARPROT,    
    input   logic                               S_AXI_ARVALID,   
    output  logic                               S_AXI_ARREADY,   
    output  logic [AXI_DATA_WIDTH-1 : 0]        S_AXI_RDATA,     
    output  logic [1 : 0]                       S_AXI_RRESP,     
    output  logic                               S_AXI_RVALID,    
    input   logic                               S_AXI_RREADY,    
    input  logic                                read_fifo_tx,
    output logic                                empty_tx,
    output logic                                almost_empty_tx,
    output logic [AXI_DATA_WIDTH-1:0]           fifo_r_data_tx,
    input  logic                                write_fifo_rx,
    output logic                                full_rx,
    output logic                                almost_full_rx,
    input  logic [AXI_DATA_WIDTH-1:0]           fifo_w_data_rx
);
    localparam ADDR_READ_TX_STATUS  = 2'b00;
    localparam ADDR_WRITE_TX        = 2'b00;
    localparam ADDR_READ_RX_STATUS  = 2'b01;
    localparam ADDR_READ_RX_DATA    = 2'b10;
    localparam N_REGS_ADDR          = 3;
    logic[AXI_DATA_WIDTH-1:0]   regs_tx[DEPTH-1:0];
    logic[$clog2(DEPTH)-1:0]    index_write_tx;
    logic[$clog2(DEPTH)-1:0]    index_read_tx;
    logic[$clog2(DEPTH):0]      size_fifo_tx;
    logic                       almost_full_tx;
    logic                       full_tx;
    logic                       write_fifo_tx;
    logic[AXI_DATA_WIDTH-1:0]   regs_rx[DEPTH-1:0];
    logic[$clog2(DEPTH)-1:0]    index_write_rx;
    logic[$clog2(DEPTH)-1:0]    index_read_rx;
    logic[$clog2(DEPTH):0]      size_fifo_rx;
    logic                       almost_empty_rx;
    logic                       empty_rx;
    logic                       read_fifo_rx;
    always_ff @(posedge S_AXI_ACLK or negedge S_AXI_ARESETN) begin
        if (!S_AXI_ARESETN) begin
            index_write_rx <= 0;
            for (int i=0; i<DEPTH; ++i)
                regs_rx[i] <= 0;
        end else begin
            if (write_fifo_rx & ~full_rx) begin
                index_write_rx <= index_write_rx + 1;
                regs_rx[index_write_rx] <= fifo_w_data_rx;
            end
        end
    end
    always_ff @(posedge S_AXI_ACLK or negedge S_AXI_ARESETN) begin
        if (!S_AXI_ARESETN) begin
            index_read_rx <= 0;
        end else begin
            if (read_fifo_rx & ~empty_rx) begin
                index_read_rx <= index_read_rx + 1;
            end
        end
    end
    always_ff @(posedge S_AXI_ACLK or negedge S_AXI_ARESETN) begin
        if (!S_AXI_ARESETN) begin
            size_fifo_rx <= DEPTH;
        end else begin
            case ({write_fifo_rx & ~full_rx, read_fifo_rx & ~empty_rx})
                2'b10: size_fifo_rx <= size_fifo_rx - 1;
                2'b01: size_fifo_rx <= size_fifo_rx + 1;
                default: size_fifo_rx <= size_fifo_rx;
            endcase        
        end
    end
    always_comb begin
        full_rx = size_fifo_rx == 0;
        almost_full_rx = size_fifo_rx == 1;
        empty_rx = size_fifo_rx == DEPTH;
        almost_empty_rx = size_fifo_rx == DEPTH - 1;
    end
    always_comb read_fifo_rx = S_AXI_RVALID & S_AXI_RREADY & (S_AXI_ARADDR[3:2] == ADDR_READ_RX_DATA);
    always_ff @(posedge S_AXI_ACLK or negedge S_AXI_ARESETN) begin
        if (!S_AXI_ARESETN) begin
            index_write_tx <= 0;  
            for (int i=0; i<DEPTH; ++i)
                regs_tx[i] <= 0;
        end else if (write_fifo_tx & ~full_tx) begin
            index_write_tx <= index_write_tx + 1;
            regs_tx[index_write_tx] <= S_AXI_WDATA;
        end
    end
    always_ff @(posedge S_AXI_ACLK or negedge S_AXI_ARESETN) begin
        if (!S_AXI_ARESETN) begin
            index_read_tx <= 0;
        end else if (read_fifo_tx & ~empty_tx) begin
            index_read_tx <= index_read_tx + 1;
        end
    end
    always_ff @(posedge S_AXI_ACLK or negedge S_AXI_ARESETN) begin
        if (!S_AXI_ARESETN) begin
            size_fifo_tx <= DEPTH;
        end else begin
            case ({write_fifo_tx & ~full_tx, read_fifo_tx & ~empty_tx})
                2'b10: size_fifo_tx <= size_fifo_tx - 1;
                2'b01: size_fifo_tx <= size_fifo_tx + 1;
                default: size_fifo_tx <= size_fifo_tx;
            endcase        
        end
    end
    always_comb begin
        full_tx = size_fifo_tx == 0;
        almost_full_tx = size_fifo_tx == 1;
        empty_tx = size_fifo_tx == DEPTH;
        almost_empty_tx = size_fifo_tx == DEPTH - 1;
    end
    always_comb fifo_r_data_tx = regs_tx[index_read_tx];
    always_ff @(posedge S_AXI_ACLK or negedge S_AXI_ARESETN) begin
        if (!S_AXI_ARESETN) begin
            S_AXI_AWREADY <= 0;
            S_AXI_WREADY <= 0;
        end else begin
            if(S_AXI_WVALID && S_AXI_AWVALID && !S_AXI_AWREADY && !S_AXI_WREADY) begin
                S_AXI_AWREADY <= 1;
                S_AXI_WREADY <= 1;
            end else begin
                S_AXI_AWREADY <= 0;
                S_AXI_WREADY <= 0;
            end
        end  
    end
    always_comb write_fifo_tx = S_AXI_AWREADY & S_AXI_WREADY & (S_AXI_AWADDR[3:2] == ADDR_WRITE_TX);
    always_ff @(posedge S_AXI_ACLK or negedge S_AXI_ARESETN) begin
        if (!S_AXI_ARESETN) begin
            S_AXI_ARREADY <= 0;
            S_AXI_RVALID <= 0;
        end else begin
            if(S_AXI_RREADY && S_AXI_ARVALID && !S_AXI_ARREADY && !S_AXI_RVALID ) begin
                S_AXI_ARREADY <= 1;
                S_AXI_RVALID <= 1;
            end else begin
                S_AXI_ARREADY <= 0;
                S_AXI_RVALID <= 0;
            end
        end  
    end
    always_comb begin
        if (S_AXI_RVALID & S_AXI_RREADY) begin
            case (S_AXI_ARADDR[3:2])
                ADDR_READ_TX_STATUS: S_AXI_RDATA = {{28{1'b0}}, full_tx, almost_full_tx, empty_tx, almost_empty_tx};
                ADDR_READ_RX_STATUS: S_AXI_RDATA = {{28{1'b0}}, full_rx, almost_full_rx, empty_rx, almost_empty_rx};
                ADDR_READ_RX_DATA:   S_AXI_RDATA = regs_rx[index_read_rx];
                default: S_AXI_RDATA = 0;
            endcase
        end else begin
            S_AXI_RDATA = 0;
        end
    end
    always_ff @(posedge S_AXI_ACLK or negedge S_AXI_ARESETN) begin
        if (!S_AXI_ARESETN) begin
          S_AXI_BVALID <= 1'b0;
          S_AXI_BRESP  <= 2'b00;
        end else begin
          if (write_fifo_tx && !S_AXI_BVALID) begin
            S_AXI_BVALID <= 1'b1;
            S_AXI_BRESP  <= 2'b00;
          end else if (S_AXI_BVALID && S_AXI_BREADY) begin
            S_AXI_BVALID <= 1'b0;
          end
        end
    end
    always_comb S_AXI_RRESP = 2'b00;
endmodule
module axi_2_uart #(
    parameter BASE_ADDR = 0,
    parameter FIFO_DEPTH = 16,
    parameter baudrate = 9600,
    parameter clk_frec = 50000000
) (
    input   logic                               S_AXI_ACLK,      
    input   logic                               S_AXI_ARESETN,   
    input   logic [3 : 0]                       S_AXI_AWADDR,    
    input   logic [2 : 0]                       S_AXI_AWPROT,    
    input   logic                               S_AXI_AWVALID,   
    output  logic                               S_AXI_AWREADY,   
    input   logic [31 : 0]                      S_AXI_WDATA,     
    input   logic [3 : 0]                       S_AXI_WSTRB,     
    input   logic                               S_AXI_WVALID,    
    output  logic                               S_AXI_WREADY,    
    output  logic [1 : 0]                       S_AXI_BRESP,     
    output  logic                               S_AXI_BVALID,    
    input   logic                               S_AXI_BREADY,    
    input   logic [3 : 0]                       S_AXI_ARADDR,    
    input   logic [2 : 0]                       S_AXI_ARPROT,    
    input   logic                               S_AXI_ARVALID,   
    output  logic                               S_AXI_ARREADY,   
    output  logic [31 : 0]                      S_AXI_RDATA,     
    output  logic [1 : 0]                       S_AXI_RRESP,     
    output  logic                               S_AXI_RVALID,    
    input   logic                               S_AXI_RREADY,    
    input  logic                                rx,
    output logic                                tx
);
    logic[7:0] byte_2_send;
    logic[7:0] byte_recived;
    logic send_byte;
    logic done_tx;
    logic new_byte_rx;
    physical_uart  #(
        .baudrate(baudrate),
        .clk_frec(clk_frec)
    )physical_uart_inst
    (
        .clk(S_AXI_ACLK),
        .arstn(S_AXI_ARESETN),
        .rx(rx),
        .byte_tx(byte_2_send),
        .start_tx(send_byte),
        .done_tx(done_tx),
        .byte_rx(byte_recived),
        .tx(tx),
        .new_byte_rx(new_byte_rx)
    );
    axi_2_fifo #(
        .BASE_ADDR(BASE_ADDR),
        .AXI_DATA_WIDTH(8),
        .AXI_ADDR_WIDTH(32),
        .DEPTH(FIFO_DEPTH)
    )axi_2_fifo_inst
    (
        .S_AXI_ACLK(S_AXI_ACLK),
        .S_AXI_ARESETN(S_AXI_ARESETN),
        .S_AXI_AWADDR(S_AXI_AWADDR),
        .S_AXI_AWPROT(S_AXI_AWPROT),
        .S_AXI_AWVALID(S_AXI_AWVALID),
        .S_AXI_AWREADY(S_AXI_AWREADY),
        .S_AXI_WDATA(S_AXI_WDATA),
        .S_AXI_WSTRB(S_AXI_WSTRB),
        .S_AXI_WVALID(S_AXI_WVALID),
        .S_AXI_WREADY(S_AXI_WREADY),
        .S_AXI_BRESP(S_AXI_BRESP),
        .S_AXI_BVALID(S_AXI_BVALID),
        .S_AXI_BREADY(S_AXI_BREADY),
        .S_AXI_ARADDR(S_AXI_ARADDR),
        .S_AXI_ARPROT(S_AXI_ARPROT),
        .S_AXI_ARVALID(S_AXI_ARVALID),
        .S_AXI_ARREADY(S_AXI_ARREADY),
        .S_AXI_RDATA(S_AXI_RDATA),
        .S_AXI_RRESP(S_AXI_RRESP),
        .S_AXI_RVALID(S_AXI_RVALID),
        .S_AXI_RREADY(S_AXI_RREADY),
        .read_fifo_tx(send_byte),
        .empty_tx(empty_tx),
        .almost_empty_tx(),              
        .fifo_r_data_tx(byte_2_send),
        .write_fifo_rx(new_byte_rx),
        .full_rx(),                      
        .almost_full_rx(),               
        .fifo_w_data_rx(byte_recived)
    );
    always_comb send_byte = done_tx & ~empty_tx;
endmodule
==> design/flow/run.sh <==
#!/bin/bash
# OpenROAD 26Q1-2900-gdf79404cd8, Yosys 0.63+post, stock flow scripts
make -C /OpenROAD-flow-scripts/flow DESIGN_CONFIG=/design/flow/config.mk WORK_HOME=/design/flow/orfs finish
==> design/flow/config.mk <==
export PLATFORM = sky130hd
export DESIGN_NAME = axi_2_uart
export DESIGN_NICKNAME = axi_2_uart
export VERILOG_FILES = /design/flow/design.v
export SDC_FILE = /design/flow/constraint.sdc
export NUM_CORES = 4
export LEC_CHECK = 1
export CORE_UTILIZATION = 50
==> design/flow/constraint.sdc <==
current_design axi_2_uart

set clk_period 3.3
set clk_io_pct 0.2

create_clock -name clk0 -period $clk_period [get_ports {S_AXI_ACLK}]

set non_clock_inputs [all_inputs -no_clocks]
set_input_delay [expr $clk_period * $clk_io_pct] -clock clk0 $non_clock_inputs
set_output_delay [expr $clk_period * $clk_io_pct] -clock clk0 [all_outputs]
==> node_exporter_impl.prom <==
# HELP chip_impl_metric Synthesis and place-and-route metrics
# TYPE chip_impl_metric gauge
chip_impl_info{name="run_status",value="finished, final reports clean"} 1
chip_impl_metric{name="gp_congestion",unit=""} 0.863
chip_impl_metric{name="total_leakage_power",unit="nW"} 9.20
chip_impl_metric{name="tritoncts.num_buffers",unit=""} 39
chip_impl_metric{name="slew_at_the_pin_closest_to_its_max_slew_limit",unit="ps"} 895
chip_impl_metric{name="power_switching_share",unit=""} 0.259
chip_impl_metric{name="synth_flops",unit=""} 347
chip_impl_metric{name="final-hold-violation-count",unit=""} 0
chip_impl_metric{name="postSynth.asyncResetShare",unit=""} 1.00
chip_impl_info{name="worstSetupStartpointType",value="flop"} 1
chip_impl_metric{name="power.switching",unit="mW"} 2.69
chip_impl_metric{name="drt-vias-per-instance",unit=""} 5.90
chip_impl_metric{name="placed_cells",unit=""} 1821
chip_impl_info{name="top_logic_family",value="multiplexers"} 1
chip_impl_metric{name="ys_chip_area",unit="um^2"} 16800
chip_impl_metric{name="max-clock-path-buffers",unit=""} 3
chip_impl_metric{name="grt_util_all_layers",unit=""} 0.258
chip_impl_metric{name="proportion_of_power_drawn_by_the_clock_network",unit=""} 0.409
chip_impl_metric{name="worst-path-max-fanout",unit=""} 6
chip_impl_metric{name="port-buffer-count",unit=""} 33
chip_impl_metric{name="clkSinkCount",unit=""} 347
chip_impl_info{name="most-common-layout-cells",value="dfrtp_1 (336), mux2_2 (268), nand2_1 (81)"} 1
chip_impl_metric{name="die_y",unit="um"} 185
chip_impl_metric{name="post_route_cells_drive_above_1_share",unit=""} 0.340
chip_impl_metric{name="relSlewSlack",unit=""} 0.401
chip_impl_metric{name="final.setup_skew",unit="ps"} 18.0
chip_impl_metric{name="share_of_power_burned_in_registers",unit=""} 0.426
chip_impl_metric{name="synth-warning-count",unit=""} 11
chip_impl_metric{name="drcViolationCount",unit=""} 0
chip_impl_metric{name="htreeDepth",unit=""} 2
chip_impl_metric{name="layout_worst_path_cycle_share",unit=""} 0.997
chip_impl_metric{name="overflow",unit=""} 0
chip_impl_metric{name="first_pass_detailed_route_iteration_total",unit=""} 5
chip_impl_info{name="hold_path.class",value="in -> async"} 1
chip_impl_metric{name="area_growth",unit="%"} 16.1
chip_impl_metric{name="final_cell_count_no_fill",unit=""} 1920
chip_impl_info{name="unrepaired_setup_endpoints_after_global_routing",value="true"} 1
chip_impl_metric{name="synthDistinctLibCells",unit=""} 80
chip_impl_metric{name="mappedNetlistArea",unit="um^2"} 16800
chip_impl_metric{name="slew_viol_final",unit=""} 0
chip_impl_metric{name="post-route-min-period",unit="ps"} 3290
chip_impl_metric{name="combGateArea",unit="um^2"} 7700
chip_impl_metric{name="timing.critical_path.required",unit="ps"} 2640
chip_impl_metric{name="fillers",unit=""} 2551
chip_impl_metric{name="detailedPlacementHpwl",unit="um"} 24500
chip_impl_metric{name="grt_start_max_net_pins",unit=""} 85
chip_impl_metric{name="chipArea",unit="um^2"} 34400
chip_impl_info{name="layout_top_cell_excl_fill_tap",value="dfrtp_1"} 1
chip_impl_metric{name="setup_viol",unit=""} 0
chip_impl_metric{name="clock_transition_time_at_the_flip_flop_clock_pins_of_the_worst_setup_and_hold_paths",unit="ps"} 60
chip_impl_metric{name="fp_util",unit=""} 0.513
chip_impl_metric{name="hold_buffers",unit=""} 0
chip_impl_metric{name="die_width",unit="um"} 185
chip_impl_info{name="endpoint_kind",value="output port"} 1
chip_impl_metric{name="floorplan.rows",unit=""} 66
chip_impl_metric{name="ir_drop",unit="uV"} 515
chip_impl_metric{name="number_of_vias_in_the_routed_layout",unit=""} 11300
chip_impl_metric{name="synth-seq-area-share",unit=""} 0.517
chip_impl_metric{name="number_of_i_o_pins",unit=""} 100
chip_impl_metric{name="timing.fmax",unit="GHz"} 0.304
chip_impl_metric{name="intPower",unit="mW"} 7.68
chip_impl_metric{name="ys_sh_xor",unit=""} 0.0161
chip_impl_metric{name="antenna_found_initial",unit=""} 0
chip_impl_metric{name="ys_sh_mux",unit=""} 0.213
chip_impl_metric{name="detail_route.antenna_diodes",unit=""} 0
chip_impl_info{name="ys_dominant_reg_cell",value="dfrtp_1"} 1
chip_impl_metric{name="final_core_utilization",unit=""} 0.596
chip_impl_metric{name="detail_route.wl_per_cell",unit="um"} 20.9
chip_impl_metric{name="yosysCellCount",unit=""} 1375
chip_impl_info{name="tritoncts",value="done"} 1
chip_impl_metric{name="power_per_cell_area",unit="nW/um^2"} 531
chip_impl_metric{name="latency_at_later_pin",unit="ps"} 530
chip_impl_metric{name="layout.area.seq",unit="um^2"} 8700
chip_impl_metric{name="power_frac_comb",unit=""} 0.165
chip_impl_metric{name="synth-edff-count",unit=""} 0
chip_impl_info{name="critPathKind",value="reg -> out"} 1
chip_impl_metric{name="grt_first_pass_wirelength",unit="um"} 64300
chip_impl_info{name="clockRootBuffer",value="clkbuf_16"} 1
chip_impl_metric{name="post_synth_fa_ha_maj_area_fraction",unit=""} 0.0216
chip_impl_metric{name="warning_count",unit=""} 82
chip_impl_metric{name="first_global_vias",unit=""} 11200
chip_impl_metric{name="synthesized_area_per_cell",unit="um^2"} 12.2
chip_impl_metric{name="syn-instance-count",unit=""} 1375
chip_impl_metric{name="dr.first_iter.drc_count",unit=""} 619
chip_impl_metric{name="worst-endpoint-arrival",unit="ps"} 2630
chip_impl_metric{name="max_capacitance_violation_total",unit=""} 0
chip_impl_metric{name="floorplan_core_area",unit="um^2"} 32800
chip_impl_metric{name="wl",unit="um"} 40200
chip_impl_metric{name="compound_area_frac",unit=""} 0.102
chip_impl_metric{name="basic_gates_by_area",unit=""} 0.0886
chip_impl_metric{name="remaining_antenna_violation_count",unit=""} 0
chip_impl_info{name="largest_registers",value="axi_2_fifo_inst.regs_rx (128), axi_2_fifo_inst.regs_tx (128)"} 1
[routing by layer]
metal  wire length [um]  track usage  part of all wire
met4                796       0.0443             0.020
met5                  0            0                 0
met3               3350       0.0888             0.083
met1              18900        0.426              0.47
met2              17200        0.351              0.43
[worst max-delay path, stage by stage, from the launching register on]
cell and delay (ps):
dfrtp_2 460, buf_12 150, ha_4 170, buf_6 120, buf_12 130, a22o_1 240
a22oi_2 190, a21o_1 180, a31o_2 180, a21oi_2 50, dlygate4sd2_1 240
[cells by family after synthesis]
family / after synthesis
AND-OR/OR-AND: 236
XOR/XNOR: 31
adder cells (fa/ha/maj): 29
buffers and inverters: 149
flip-flops: 347
multiplexers: 308
other: 1
AND/OR/NAND/NOR: 274
[stage by stage]
| step | worst slack, ps | total power [mW] | hold slack [ps] | setup TNS [ps] | cell area (um^2) |
|---|---|---|---|---|---|
| after floorplan | 720 | 4.99 | 345 | 0 | 16900 |
| after global placement | -6.62 | 5.55 | 346 | -6.62 | 17800 |
| after CTS | -146 | 10.3 | 50.2 | -211 | 19400 |
| final | 11.5 | 10.4 | 49.9 | 0 | 19500 |
| after global routing | -87.4 | 10.8 | 65.4 | -205 | 19500 |
| after detailed placement | 6.67 | 5.55 | 353 | 0 | 17800 |
[power groups by stage]
stage	combinational [mW]	sequential [mW]	clock, mW
after CTS	1.51	4.42	4.33
after global routing	1.82	4.43	4.52
final	1.71	4.42	4.24
[path summary, 6_finish.rpt]
kind / from / endpoint / slack (ps) / cells after the start
setup reg to reg: axi_2_fifo_inst.size_fifo_tx[0]$_DFFE_PN0P_ / axi_2_fifo_inst.regs_tx[6][0]$_DFFE_PN0P_ / 480 / 8
min in group clk0: physical_uart_inst.ff_rx[0]$_DFF_PN1_ / physical_uart_inst.ff_rx[1]$_DFF_PN1_ / 360 / 0
hold / removal: S_AXI_ARESETN / physical_uart_inst.bit_cnt_tx[3]$_DFFE_PN0P_ / 50 / 1
setup / recovery: axi_2_fifo_inst.index_read_rx[0]$_DFFE_PN0P_ / S_AXI_RDATA[3] / 10 / 10
hold reg to reg: physical_uart_inst.ff_rx[0]$_DFF_PN1_ / physical_uart_inst.ff_rx[1]$_DFF_PN1_ / 360 / 0
max in group asynchronous: S_AXI_ARESETN / axi_2_fifo_inst.regs_rx[1][6]$_DFFE_PN0P_ / 2450 / 2
[synthesized netlist by cell type (3+ instances only)]
master | n | share of area
nand2_1 | 82 | 0.018
nand4_1 | 16 | 0.0060
and3_1 | 7 | 0.0026
ha_1 | 29 | 0.022
a22oi_1 | 17 | 0.0076
nand3_2 | 12 | 0.0071
a32o_1 | 5 | 0.0030
nand2_4 | 4 | 0.0027
mux2_1 | 8 | 0.0054
o32ai_1 | 6 | 0.0031
nor2b_1 | 11 | 0.0041
inv_1 | 39 | 0.0087
mux2i_1 | 14 | 0.0083
o21ai_0 | 45 | 0.013
dfstp_2 | 7 | 0.011
mux2_2 | 269 | 0.18
nand2b_1 | 8 | 0.0030
xor2_1 | 12 | 0.0063
a221oi_1 | 15 | 0.0078
a311oi_1 | 4 | 0.0021
mux4_2 | 9 | 0.012
nand3_1 | 35 | 0.010
a21o_1 | 5 | 0.0022
mux2_4 | 8 | 0.0071
o211ai_1 | 8 | 0.0036
nor4_1 | 6 | 0.0022
a31oi_1 | 9 | 0.0033
buf_2 | 9 | 0.0027
buf_1 | 13 | 0.0029
a222oi_1 | 26 | 0.015
a32oi_1 | 6 | 0.0031
dfrtp_1 | 340 | 0.51
o221ai_1 | 3 | 0.0016
nand3b_1 | 4 | 0.0018
xnor2_1 | 19 | 0.0099
a21oi_1 | 43 | 0.013
o31ai_1 | 4 | 0.0018
nor2_1 | 43 | 0.0096
clkbuf_1 | 55 | 0.012
or3_1 | 4 | 0.0015
buf_4 | 31 | 0.014
a22o_1 | 11 | 0.0057
nor3_1 | 15 | 0.0045
nand2_2 | 4 | 0.0015
a211oi_1 | 8 | 0.0036
[timing repair]
item / in CTS / in global routing
gates cloned: 2 / 1
gates resized: 61 / 25
pin swaps: 21 / 21
setup endpoints to repair: 8 / 6
setup buffers: 13 / 14
[area by class of cell]
cell class,count,share of cell area
Inverter,40,0.00807
Tap cell,442,0.0283
Multi-Input combinational cell,906,0.394
Sequential cell,347,0.445
Clock inverter,8,0.00410
Timing Repair Buffer,114,0.0590
Clock buffer,63,0.0608
No activity file was given, so power comes from the tool's default toggle rates.
