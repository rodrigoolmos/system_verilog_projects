<file path="design/flow/config.mk">
export PLATFORM = sky130hd
export DESIGN_NAME = apb_2_uart
export DESIGN_NICKNAME = apb_2_uart
export VERILOG_FILES = /design/flow/design.v
export SDC_FILE = /design/flow/constraint.sdc
export NUM_CORES = 4
export LEC_CHECK = 1
export CORE_UTILIZATION = 30
</file>
<file path="design/flow/constraint.sdc">
current_design apb_2_uart

set clk_period 3.1
set clk_io_pct 0.2

create_clock -name clk0 -period $clk_period [get_ports {clk}]

set non_clock_inputs [all_inputs -no_clocks]
set_input_delay [expr $clk_period * $clk_io_pct] -clock clk0 $non_clock_inputs
set_output_delay [expr $clk_period * $clk_io_pct] -clock clk0 [all_outputs]
</file>
<file path="design/flow/design.v">
module apb_2_fifo #(
    parameter BASE_ADDR = 8,
    parameter DATA_WIDTH = 32,
    parameter DEPTH = 16     
) (
    input  logic                      pclk,
    input  logic                      presetn,
    input  logic [31:0]               paddr,
    input  logic [2:0]                pprot,
    input  logic                      psel,
    input  logic                      penable,
    input  logic                      pwrite,
    input  logic [DATA_WIDTH-1:0]     pwdata,
    input  logic [(DATA_WIDTH/8)-1:0] pstrb,
    output logic                      pready,
    output logic [DATA_WIDTH-1:0]     prdata,
    output logic                      pslverr,
    output logic[7:0]                 adrr_r_w,
    input  logic                      transaction_ok,
    input  logic                      read_fifo_tx,
    output logic                      empty_tx,
    output logic                      almost_empty_tx,
    output logic [DATA_WIDTH-1:0]     fifo_r_data_tx,
    input  logic                      write_fifo_rx,
    output logic                      full_rx,
    output logic                      end_rx,
    output logic                      almost_full_rx,
    input  logic [DATA_WIDTH-1:0]     fifo_w_data_rx
);
    localparam ADDR_READ_TX_STATUS  = 3'b000;
    localparam ADDR_WRITE_TX        = 3'b000;
    localparam ADDR_READ_RX_STATUS  = 3'b001;
    localparam ADDR_READ_RX_DATA    = 3'b010;
    localparam ADDR_WRITE_N_READS   = 3'b011;
    localparam ADDR_WRITE_I2C_ADDR  = 3'b100;
    localparam N_REGS_ADDR          = 5;
    logic[DATA_WIDTH-1:0]       regs_tx[DEPTH-1:0];
    logic[$clog2(DEPTH)-1:0]    index_write_tx;
    logic[$clog2(DEPTH)-1:0]    index_read_tx;
    logic[$clog2(DEPTH):0]      size_fifo_tx;
    logic                       almost_full_tx;
    logic                       full_tx;
    logic                       write_fifo_tx;
    logic[DATA_WIDTH-1:0]       regs_rx[DEPTH-1:0];
    logic[$clog2(DEPTH)-1:0]    index_write_rx;
    logic[$clog2(DEPTH)-1:0]    index_read_rx;
    logic[$clog2(DEPTH):0]      size_fifo_rx;
    logic                       almost_empty_rx;
    logic                       empty_rx;
    logic                       read_fifo_rx;
    logic [4:0] reg_addr;
    logic ena_write_n_reads;
    logic ena_i2c_addr;
    logic [$clog2(DEPTH):0] n_reads;
    logic [$clog2(DEPTH):0] reads_cnt;
    always_ff @(posedge pclk or negedge presetn) begin
        if (!presetn) begin
            index_write_rx <= 0;
            for (int i=0; i<DEPTH; ++i)
                regs_rx[i] <= 0;
        end else begin
            if (write_fifo_rx & ~full_rx) begin
                index_write_rx <= index_write_rx + 1;
                regs_rx[index_write_rx] <= fifo_w_data_rx;
            end
        end
    end
    always_ff @(posedge pclk or negedge presetn) begin
        if (!presetn) begin
            index_read_rx <= 0;
        end else begin
            if (read_fifo_rx & ~empty_rx) begin
                index_read_rx <= index_read_rx + 1;
            end
        end
    end
    always_ff @(posedge pclk or negedge presetn) begin
        if (!presetn) begin
            size_fifo_rx <= DEPTH;
        end else begin
            case ({write_fifo_rx & ~full_rx, read_fifo_rx & ~empty_rx})
                2'b10: size_fifo_rx <= size_fifo_rx - 1;
                2'b01: size_fifo_rx <= size_fifo_rx + 1;
                default: size_fifo_rx <= size_fifo_rx;
            endcase        
        end
    end
    always_comb begin
        full_rx = size_fifo_rx == 0;
        almost_full_rx = size_fifo_rx == 1;
        empty_rx = size_fifo_rx == DEPTH;
        almost_empty_rx = size_fifo_rx == DEPTH - 1;
    end
    always_comb read_fifo_rx = psel & ~pwrite & penable & ~pslverr & (reg_addr[4:2] == ADDR_READ_RX_DATA);
    always_ff @(posedge pclk or negedge presetn) begin
        if (!presetn) begin
            index_write_tx <= 0;  
            for (int i=0; i<DEPTH; ++i)
                regs_tx[i] <= 0;
        end else if (write_fifo_tx & ~full_tx) begin
            index_write_tx <= index_write_tx + 1;
            regs_tx[index_write_tx] <= pwdata;
        end
    end
    always_ff @(posedge pclk or negedge presetn) begin
        if (!presetn) begin
            index_read_tx <= 0;
        end else if (read_fifo_tx & ~empty_tx) begin
            index_read_tx <= index_read_tx + 1;
        end
    end
    always_ff @(posedge pclk or negedge presetn) begin
        if (!presetn) begin
            size_fifo_tx <= DEPTH;
        end else begin
            case ({write_fifo_tx & ~full_tx, read_fifo_tx & ~empty_tx})
                2'b10: size_fifo_tx <= size_fifo_tx - 1;
                2'b01: size_fifo_tx <= size_fifo_tx + 1;
                default: size_fifo_tx <= size_fifo_tx;
            endcase        
        end
    end
    always_comb begin
        full_tx = size_fifo_tx == 0;
        almost_full_tx = size_fifo_tx == 1;
        empty_tx = size_fifo_tx == DEPTH;
        almost_empty_tx = size_fifo_tx == DEPTH - 1;
    end
    always_comb fifo_r_data_tx = regs_tx[index_read_tx];
    always_comb write_fifo_tx = psel & pwrite & penable & ~pslverr & (reg_addr[4:2] == ADDR_WRITE_TX);
    always_comb pready = penable & psel;
    always_comb pslverr = (paddr < BASE_ADDR || paddr > BASE_ADDR + 4*(N_REGS_ADDR-1)) & penable;
    always_comb reg_addr = paddr - BASE_ADDR;
    always_comb begin
        if (penable && !pslverr && psel && !pwrite) begin
            case (reg_addr[4:2])
                ADDR_READ_TX_STATUS: prdata = {{28{1'b0}}, transaction_ok,   1'b0,
                                full_tx, almost_full_tx, empty_tx, almost_empty_tx};
                ADDR_READ_RX_STATUS: prdata = {{27{1'b0}}, transaction_ok, end_rx,
                                full_rx, almost_full_rx, empty_rx, almost_empty_rx};
                ADDR_READ_RX_DATA:   prdata = regs_rx[index_read_rx];
                default: prdata = 0;
            endcase
        end else begin
            prdata = 0;
        end
    end
    always_comb ena_write_n_reads = psel & pwrite & penable & ~pslverr & (reg_addr[4:2] == ADDR_WRITE_N_READS);
    always_ff @(posedge pclk or negedge presetn) begin
        if (!presetn) begin
            n_reads <= 0;
            reads_cnt <= 0;
        end else if (ena_write_n_reads) begin
            n_reads <= pwdata;
        end else if (reads_cnt < n_reads && n_reads != 0) begin
            if (write_fifo_rx) begin
                reads_cnt <= reads_cnt + 1;
            end
        end else begin
            reads_cnt <= 0;
            n_reads <= 0;
        end
    end
    always_comb end_rx = n_reads == 0;
    always_comb ena_i2c_addr = psel & pwrite & penable & ~pslverr & (reg_addr[4:2] == ADDR_WRITE_I2C_ADDR);
    always_ff @(posedge pclk or negedge presetn) begin
        if (!presetn) begin
            adrr_r_w <= 0;
        end else if (ena_i2c_addr) begin
            adrr_r_w <= pwdata;
        end
    end
endmodule
module apb_2_uart #(
    parameter BASE_ADDR = 0,
    parameter FIFO_DEPTH = 16,
    parameter baudrate = 9600,
    parameter clk_frec = 50000000
) (
    input logic         clk,
    input logic         arstn,
    input logic         rx,
    output logic        tx,
    input  logic [31:0]               paddr,
    input  logic [2:0]                pprot,
    input  logic                      psel,
    input  logic                      penable,
    input  logic                      pwrite,
    input  logic [7:0]                pwdata,
    input  logic [3:0]                pstrb,
    output logic                      pready,
    output logic [7:0]                prdata,
    output logic                      pslverr
);
    logic[7:0] byte_2_send;
    logic[7:0] byte_recived;
    logic send_byte;
    logic done_tx;
    logic new_byte_rx;
    physical_uart  #(
        .baudrate(baudrate),
        .clk_frec(clk_frec)
    )physical_uart_inst
    (
        .clk(clk),
        .arstn(arstn),
        .rx(rx),
        .byte_tx(byte_2_send),
        .start_tx(send_byte),
        .done_tx(done_tx),
        .byte_rx(byte_recived),
        .tx(tx),
        .new_byte_rx(new_byte_rx)
    );
    apb_2_fifo #(
        .BASE_ADDR(BASE_ADDR),
        .DATA_WIDTH(8),
        .DEPTH(FIFO_DEPTH)
    )apb_2_fifo_inst
    (
        .pclk(clk),
        .presetn(arstn),
        .paddr(paddr),
        .pprot(pprot),
        .psel(psel),
        .penable(penable),
        .pwrite(pwrite),
        .pwdata(pwdata),
        .pstrb(pstrb),
        .pready(pready),
        .prdata(prdata),
        .pslverr(pslverr),
        .read_fifo_tx(send_byte),
        .empty_tx(empty_tx),
        .almost_empty_tx(),              
        .fifo_r_data_tx(byte_2_send),
        .write_fifo_rx(new_byte_rx),
        .full_rx(),                      
        .almost_full_rx(),               
        .fifo_w_data_rx(byte_recived)
    );
    always_comb send_byte = done_tx & ~empty_tx;
endmodule
module physical_uart#(
    parameter int baudrate = 9600,
    parameter int clk_frec = 50000000
)
(
    input logic         clk,
    input logic         arstn,
    input logic         rx,          
    input logic[7:0]    byte_tx,     
    input logic         start_tx,    
    output logic        done_tx,     
    output logic[7:0]   byte_rx,     
    output logic        tx,          
    output logic        new_byte_rx  
    );
    localparam needed_bits = $clog2(clk_frec/baudrate);
    localparam time_bit = clk_frec/baudrate;
    localparam time_start = clk_frec/(2*baudrate);
    localparam time_stop = clk_frec/(4*baudrate);
    logic[needed_bits-1:0] bit_cnt_rx;
    logic[3:0] bit_num_rx;
    logic[1:0] ff_rx;
    logic new_bit;
    logic[needed_bits-1:0] bit_cnt_tx;
    logic[3:0] bit_num_tx;
    logic[7:0] byte_tx_reg;
    typedef enum logic[1:0] {RX_IDLE, RX_START, RX_DATA, RX_STOP} t_state_rx;
    t_state_rx state_rx;
    typedef enum logic[1:0] {TX_IDLE, TX_START, TX_DATA, TX_STOP} t_state_tx;
    t_state_tx state_tx;
    always_ff @(posedge clk or negedge arstn) begin
        if (!arstn) begin
            ff_rx <= 2'b11;
        end else begin
            ff_rx <= {ff_rx[0], rx};
        end
    end
    always_ff @(posedge clk or negedge arstn) begin
        if(!arstn) begin
            state_rx <= RX_IDLE;
            new_byte_rx <= 0;
            byte_rx <= 8'b0;
            bit_cnt_rx <= 0;
            new_bit <= 0;
            bit_num_rx <= 0;
        end else begin
            unique case(state_rx)
                RX_IDLE: begin
                    new_byte_rx <= 0;
                    if(ff_rx[1] == 0)
                        state_rx <= RX_START;
                end
                RX_START: begin
                    if(bit_cnt_rx < time_start) begin
                        bit_cnt_rx <= bit_cnt_rx + 1;
                    end else begin
                        bit_cnt_rx <= 0;
                        state_rx <= RX_DATA;
                    end
                end
                RX_DATA: begin
                    if(bit_cnt_rx < time_bit) begin
                        bit_cnt_rx <= bit_cnt_rx + 1;
                        new_bit <= 0;
                    end else begin
                        bit_cnt_rx <= 0;
                        if (bit_num_rx == 8) begin
                            bit_num_rx <= 0;
                            bit_cnt_rx <= 0;
                            state_rx <= RX_STOP;
                        end else begin
                            new_bit <= 1;
                            byte_rx <= {ff_rx[1], byte_rx[7:1]};
                            bit_num_rx <= bit_num_rx + 1;
                        end
                    end
                end
                RX_STOP: begin
                    if(bit_cnt_rx < time_stop) begin
                        bit_cnt_rx <= bit_cnt_rx + 1;
                    end else begin
                        state_rx <= RX_IDLE;
                        new_byte_rx <= 1;
                        bit_cnt_rx <= 0;
                    end
                end
                default:
                    state_rx <= RX_IDLE;
            endcase
        end
    end
    always_ff @(posedge clk or negedge arstn) begin
        if (!arstn) begin
            bit_cnt_tx <= 0;
            bit_num_tx <= 0;
            state_tx <= TX_IDLE;
            byte_tx_reg <= 0;
            tx <= 1;
        end else begin
            unique case (state_tx)
                TX_IDLE: begin
                    tx <= 1;
                    if(start_tx) begin
                        state_tx <= TX_START;
                        byte_tx_reg <= byte_tx;
                    end
                end
                TX_START: begin
                    tx <= 0;
                    if (bit_cnt_tx < time_bit) begin
                        bit_cnt_tx <= bit_cnt_tx + 1;
                    end else begin
                        bit_cnt_tx <= 0;
                        state_tx <= TX_DATA;
                    end
                end
                TX_DATA: begin
                    tx <= byte_tx_reg[bit_num_tx];
                    if (bit_cnt_tx < time_bit) begin
                        bit_cnt_tx <= bit_cnt_tx + 1;
                    end else begin
                        if (bit_num_tx < 7) begin
                            bit_num_tx <= bit_num_tx + 1;
                        end else begin
                            bit_num_tx <= 0;
                            state_tx <= TX_STOP;
                        end
                        bit_cnt_tx <= 0;
                    end
                end
                TX_STOP: begin
                    tx <= 1;
                    if (bit_cnt_tx < time_bit) begin
                        bit_cnt_tx <= bit_cnt_tx + 1;
                    end else begin
                        bit_cnt_tx <= 0;
                        state_tx <= TX_IDLE;
                    end                    
                end
                default:
                    state_tx <= TX_IDLE;
            endcase
        end
    end
    always_comb done_tx <= state_tx == TX_IDLE;
endmodule
</file>
<file path="design/flow/run.sh">
#!/bin/bash
# OpenROAD 26Q1-2900-gdf79404cd8, Yosys 0.63+post, stock flow scripts
make -C /OpenROAD-flow-scripts/flow DESIGN_CONFIG=/design/flow/config.mk WORK_HOME=/design/flow/orfs finish
</file>
==> impl_metrics.prom <==
# HELP chip_impl_metric Flow report values
# TYPE chip_impl_metric gauge
chip_impl_info{name="rsz0062_at_grt",value="yes"} 1
chip_impl_metric{name="postSynthCellCount",unit=""} 1435
chip_impl_metric{name="clock_latency",unit="ns"} 0.57
chip_impl_metric{name="met3_usage",unit=""} 0.0483
chip_impl_info{name="crit_path_top_delay_cell",value="sky130_fd_sc_hd__mux4_2"} 1
chip_impl_metric{name="ys_cells",unit=""} 1435
chip_impl_metric{name="async_flop_share",unit=""} 1.00
chip_impl_metric{name="final_cells",unit=""} 2382
chip_impl_metric{name="chipHeight",unit="um"} 240
chip_impl_metric{name="groute.layer.met1.usage",unit=""} 0.241
chip_impl_metric{name="worstPathRequired",unit="ns"} 2.48
chip_impl_info{name="outcome",value="complete, but fails checks"} 1
chip_impl_metric{name="finClkSkew",unit="ns"} 0.0218
chip_impl_info{name="worstSetupPathType",value="flop to output pin"} 1
chip_impl_info{name="worstPathCellList",value="inv_2, ha_4, buf_12, buf_6, a222oi_1, mux4_2, and3_4, nor3_4, buf_2"} 1
chip_impl_metric{name="tightest_slew",unit="ns"} 0.758
chip_impl_info{name="clock_tree.root_cell",value="sky130_fd_sc_hd__clkbuf_16"} 1
chip_impl_metric{name="report.final.slew_viol_count",unit=""} 0
chip_impl_metric{name="cts_made_buffers",unit=""} 42
chip_impl_metric{name="grt.overflow.total",unit=""} 0
chip_impl_metric{name="grt_pass1_wl",unit="um"} 68300
chip_impl_info{name="synth.area.top_cells",value="sky130_fd_sc_hd__dfrtp_1 51%, sky130_fd_sc_hd__mux2_2 19%, sky130_fd_sc_hd__ha_1 2.5%, sky130_fd_sc_hd__nand2_1 2.5%, sky130_fd_sc_hd__o21ai_0 1.7%"} 1
chip_impl_metric{name="synth_flop_count",unit=""} 354
chip_impl_metric{name="cts.sink_count",unit=""} 354
chip_impl_metric{name="numPortBuffers",unit=""} 56
chip_impl_metric{name="place_ws",unit="ns"} -0.784
chip_impl_metric{name="arrival",unit="ns"} 2.60
chip_impl_metric{name="vias_in_the_first_global_route",unit=""} 11976
chip_impl_metric{name="synthDistinctLibCells",unit=""} 63
chip_impl_metric{name="drtAntennaViolNets",unit=""} 0
chip_impl_info{name="critPathLaunchType",value="flop"} 1
chip_impl_metric{name="die.size.x",unit="um"} 240
chip_impl_metric{name="synth-edff-count",unit=""} 0
chip_impl_metric{name="fp.dieArea",unit="um2"} 57600
chip_impl_metric{name="grt_start_max_net_pins",unit=""} 90
chip_impl_metric{name="dp_cells",unit=""} 2280
chip_impl_metric{name="synth_seq_share",unit=""} 0.522
chip_impl_metric{name="grt.total_usage",unit=""} 0.156
chip_impl_metric{name="largest_stage_delay_on_the_critical_path",unit="ns"} 0.50
chip_impl_metric{name="row_count",unit=""} 86
chip_impl_metric{name="vias_after_detailed_routing",unit=""} 12195
chip_impl_metric{name="pwr_density_cell",unit="nW/um2"} 468
chip_impl_metric{name="timing.fmax",unit="GHz"} 0.310
chip_impl_metric{name="reg2reg_slack",unit="ns"} 0.23
chip_impl_metric{name="filler_cells_inserted",unit=""} 5249
chip_impl_metric{name="clkTransAtPathRegs",unit="ns"} 0.06
chip_impl_metric{name="worst-r2r-cell-count",unit=""} 11
chip_impl_metric{name="final.setup.worst_slack",unit="ns"} -0.124
chip_impl_info{name="crit_path_end_kind",value="output pin"} 1
chip_impl_info{name="grt_most_used_layer",value="met1"} 1
chip_impl_metric{name="netlist_area",unit="um2"} 17000
chip_impl_metric{name="hold_violation_total_from_the_final_report",unit=""} 0
chip_impl_metric{name="h-tree-depth",unit=""} 2
chip_impl_info{name="top_cells_by_count",value="347 x sky130_fd_sc_hd__dfrtp_1, 281 x sky130_fd_sc_hd__mux2_2, 112 x sky130_fd_sc_hd__nand2_1"} 1
chip_impl_metric{name="global_route.usage.met2",unit=""} 0.225
chip_impl_metric{name="ys_warn_count",unit=""} 8
chip_impl_metric{name="report.final.setup_viol",unit=""} 6
chip_impl_metric{name="coreArea",unit="um2"} 55500
chip_impl_info{name="cts_tree",value="built"} 1
chip_impl_metric{name="antenna_violations_before_repair",unit=""} 0
chip_impl_metric{name="design.portCount",unit=""} 64
chip_impl_info{name="yosysTopAreaCell",value="sky130_fd_sc_hd__dfrtp_1"} 1
chip_impl_metric{name="period_minus_slack",unit="ns"} 3.22
chip_impl_metric{name="areaGrowthSynthToFinish",unit="%"} 24.6
chip_impl_metric{name="largest_type_area_fraction",unit=""} 0.511
chip_impl_info{name="yosys_most_used_dff",value="sky130_fd_sc_hd__dfrtp_1"} 1
chip_impl_metric{name="dp.final_hpwl",unit="um"} 28200
chip_impl_metric{name="starting_drc_count_in_detailed_routing",unit=""} 864
chip_impl_metric{name="cts_hold_buffers_added",unit=""} 0
chip_impl_info{name="r2r_end",value="apb_2_fifo_inst.regs_tx[8][3]"} 1
chip_impl_metric{name="cap_violations",unit=""} 0
chip_impl_info{name="min-delay-path-class",value="input pin to async pin"} 1
chip_impl_metric{name="via_per_inst",unit=""} 5.12
chip_impl_metric{name="worst_hold_margin",unit="ns"} 0.0781
chip_impl_metric{name="slew_headroom",unit=""} 0.493
chip_impl_metric{name="ctsLongestPathBuffers",unit=""} 3
chip_impl_metric{name="avgSynthCellArea",unit="um2"} 11.8
chip_impl_metric{name="critical_path_peak_fanout",unit=""} 5
chip_impl_metric{name="postRouteWirelength",unit="um"} 42700
chip_impl_info{name="largestRegisters",value="apb_2_fifo_inst.regs_rx x128, apb_2_fifo_inst.regs_tx x128"} 1
chip_impl_metric{name="irDropWorstVdd",unit="mV"} 0.334
chip_impl_metric{name="route.detailed.wl_per_inst",unit="um"} 17.9
chip_impl_metric{name="cellLeakagePower",unit="uW"} 0.00993
chip_impl_info{name="yosys.cell_count.top_type",value="sky130_fd_sc_hd__dfrtp_1"} 1
chip_impl_metric{name="initial_core_utilization",unit=""} 0.306
chip_impl_metric{name="yosysChipArea",unit="um2"} 17000
chip_impl_metric{name="proportion_of_layout_cells_with_a_drive_suffix_above_1",unit=""} 0.353
chip_impl_metric{name="min_period_over_period",unit=""} 1.04
chip_impl_metric{name="initial_drt_pass_iterations",unit=""} 5
chip_impl_info{name="failed_checks",value="setup timing"} 1
chip_impl_metric{name="gp_routability_congestion",unit=""} 0.861
chip_impl_metric{name="drc",unit=""} 0
chip_impl_metric{name="tool_warnings",unit=""} 51
chip_impl_info{name="critical_path.reg2reg.startpoint",value="apb_2_fifo_inst.size_fifo_tx[0]"} 1
worst max-delay path, delay by kind of cell, from the launching register on:
family          cells  cell delay [ns]
simple gates        2             0.37
buf+inv             4             0.49
flops               1             0.40
mux                 1             0.50
fa+ha+maj           1             0.20
compound gates      1             0.07
report_power, final:
part           switching [uW]  internal (uW)
combinational             151           73.6
clock                    1950           3100
sequential               1.27           4630
worst max-delay path by stage:
stage,startpoint,endpoint,slack (ns),depth (start not counted)
final,apb_2_fifo_inst.index_read_rx[0],prdata[6],-0.12,9
after global routing,apb_2_fifo_inst.index_read_rx[0],prdata[5],-0.25,11
after CTS,apb_2_fifo_inst.index_read_rx[1],prdata[1],-0.19,10
what timing repair did:
action / 4_1_cts / 5_1_grt
endpoints found under the setup margin: 9 / 9
buffers inserted: 27 / 3
hold endpoints to repair: 0 / 0
gates resized: 139 / 32
pin swaps: 51 / 37
cloned: 1 / 0
cell type report:
| type | instances | area [um2] | area share |
|---|---|---|---|
| repair buffers | 200 | 1780 | 0.0843 |
| flip-flops and latches | 354 | 8870 | 0.419 |
| clock inverters | 14 | 233 | 0.0110 |
| clock buffers | 61 | 1190 | 0.0564 |
| inverters | 32 | 126 | 0.00597 |
| well taps | 748 | 936 | 0.0442 |
| multi-input cells | 972 | 8020 | 0.379 |
| diodes | 1 | 2.50 | 0.000118 |
layout by cell type, fill, tap and decap left out, drive strengths merged, types with 10 or more instances in the layout:
master and count:
dlygate4sd2 19, dfrtp 347, nand4 20, a222oi 19, a21oi 48, buf 156, nand3 36, nand2 112
a21o 12, inv 31, nor4 18, xor2 10, ha 34, clkbuf 62, o21ai 58, nor2 56
mux2 286, a22o 22, nor2b 15, nor3 28, a22oi 28, and3 11, xnor2 19, clkdlybuf4s50 17
mux2i 15
logic make-up after synthesis:
logic type	after synthesis	synth area share
flops	354	0.522
simple gates	342	0.101
mux	307	0.206
compound gates	260	0.107
buf+inv	109	0.0242
fa+ha+maj	34	0.0250
xor+xnor	29	0.0150
through the flow:
step                TNS, ns  power (uW)  instance area, um2  utilization
floorplan                 0        4730               17000            -
global placement     -43.09        4950               19200        0.345
detailed placement   -40.73        4950               19200        0.345
CTS                  -0.754       10000               21100        0.379
global route          -1.54       10200               21200        0.381
finish               -0.600        9910               21200        0.381
metal layers:
layer,vias to the layer above,share of wire
li1,5693,-
met1,6091,0.47
met2,345,0.43
met3,66,0.079
met4,0,0.019
met5,-,0
No activity file was given, so power comes from the tool's default toggle rates.
